==> design.v <==
module zuckberberg (
			output wire [3:0] rowwrite,
			input [3:0] colread,
			input clk,
			output wire [3:0] grounds,
			output wire [6:0] display,
			input pushbutton  
			);
reg [15:0] data_all;
wire [3:0] keyout;
reg [25:0] clk1;
reg [1:0] ready_buffer;
reg ack;
reg statusordata;
always @(posedge clk)
    clk1<=clk1+1;
localparam	BEGINMEM=12'h000,
		ENDMEM=12'h1ff,
		KEYPAD=12'h900,
		SEVENSEG=12'hb00;
reg [15:0] memory [0:127]; 
wire [15:0] data_out;
reg [15:0] data_in;
wire [11:0] address;
wire memwt;
sevensegment ss1 (.datain(data_all), .grounds(grounds), .display(display), .clk(clk));
keypad  kp1(.rowwrite(rowwrite), .colread(colread), .clk(clk), .ack(ack), .statusordata(statusordata), .keyout(keyout));
bird br1 (.clk(clk1[15]), .data_in(data_in), .data_out(data_out), .address(address), .memwt(memwt));
always @*
	if ( (BEGINMEM<=address) && (address<=ENDMEM) )
		begin
			data_in=memory[address];
			ack=0;
			statusordata=0;
		end
	else if (address==KEYPAD+1)
		begin	
			statusordata=1;
			data_in=keyout;
			ack=0;
		end
	else if (address==KEYPAD)
		begin
			statusordata=0;
			data_in=keyout;
			ack=1;
		end
	else
		begin
			data_in=16'hf345;  
			ack=0;
			statusordata=0;
		end
always @(posedge clk)  
	if (memwt)
		if ( (BEGINMEM<=address) && (address<=ENDMEM) )
			memory[address]<=data_out;
		else if ( SEVENSEG==address) 
			data_all<=data_out;
initial 
	begin
		data_all=0;
		ack=0;
		statusordata=0;
		$readmemh("ram.dat", memory);
	end
endmodule
module bird (
		input clk,
		input [15:0] data_in,
		output reg [15:0] data_out,
		output reg [11:0] address,
		output memwt,
		output [15:0] reg0
		);
reg [11:0] pc, ir;  
reg [4:0] state;  
reg [15:0] regbank [7:0]; 
reg zeroflag;  
reg [15:0] result;  
localparam	FETCH=4'b0000,
		LDI=4'b0001, 
		LD=4'b0010,
		ST=4'b0011,
		JZ=4'b0100,
		JMP=4'b0101,
		ALU=4'b0111,
		PUSH=4'b1000,
		POP1=4'b1001,
		POP2=4'b1100,
		CALL=4'b1010,
		RET1=4'b1011,
		RET2=4'b1101;
wire zeroresult; 
always @(posedge clk)
	case(state) 
		FETCH: 
			begin
				if ( data_in[15:12]==JZ)  
					if (zeroflag)   
						state <= JMP;
					else
						state <= FETCH;  
			else
				state <= data_in[15:12];  
				ir<=data_in[11:0];  
				pc<=pc+1;  
			end
		LDI:
			begin
				regbank[ ir[2:0] ] <= data_in;  
				pc<=pc+1;  
				state <= FETCH;
			end
		LD:
			begin
				regbank[ir[2:0]] <= data_in;
				state <= FETCH;  
				end 
		ST:
			begin
				state <= FETCH;  
			end
		JMP:
			begin
				pc <= pc+ir;
				state <= FETCH;  
			end
		ALU:
			begin
				regbank[ir[2:0]]<=result;
				zeroflag<=zeroresult;
				state <= FETCH;
			end
		PUSH:
			begin
				 regbank[7]<=regbank[7]-1;
				 state <= FETCH;
			end
		POP1:
			begin
				regbank[7]<=regbank[7]+1;
				state<=POP2;
			end
		POP2: 
			begin
				regbank[ir[2:0]] <= data_in;
				state<=FETCH;
			end
		CALL: 
			begin
				regbank[7]<=regbank[7]-1;
				pc<=pc+ir;
				state<=FETCH;
			end
		RET1:
			begin
				regbank[7]<=regbank[7]-1;
				state<=RET2;
			end
		RET2:
			begin
				pc<=data_in;
				state<=FETCH; 
			end
	endcase
always @*
	case (state)
		LD:	address=regbank[ir[5:3]][11:0];
		ST:	address=regbank[ir[5:3]][11:0];
		PUSH:	address=regbank[7];
		POP2:	address=regbank[7][11:0];
		CALL:	address=regbank[7][11:0];
		RET2:	address=regbank[7][11:0];
		default: address=pc;
	endcase
assign memwt=(state==ST) || (state==PUSH) || (state==CALL); 
always @*
	case (state)
		CALL: data_out = pc;
		default: data_out = regbank[ir[8:6]];
	endcase
always @*  
	case (ir[11:9])
		3'h0: result = regbank[ir[8:6]]+regbank[ir[5:3]];  
		3'h1: result = regbank[ir[8:6]]-regbank[ir[5:3]];  
		3'h2: result = regbank[ir[8:6]]&regbank[ir[5:3]];  
		3'h3: result = regbank[ir[8:6]]|regbank[ir[5:3]];  
		3'h4: result = regbank[ir[8:6]]^regbank[ir[5:3]];  
		3'h7: case (ir[8:6])
			3'h0: result = !regbank[ir[5:3]];
			3'h1: result = regbank[ir[5:3]];
			3'h2: result = regbank[ir[5:3]]+1;
			3'h3: result = regbank[ir[5:3]]-1;
			default: result=16'h0000;
		     endcase
		default: result=16'h0000;
	endcase
assign zeroresult = ~|result;
initial begin;
	state=FETCH;
	zeroflag=0;
	pc=0;
end
endmodule
module sevensegment(datain, grounds, display, clk);
	input wire [15:0] datain;
	output reg [3:0] grounds;
	output reg [6:0] display;
	input clk;
	reg [3:0] data [3:0];
	reg [1:0] count;
	reg [25:0] clk1;
	always @(posedge clk1[15])
		begin
			grounds <= {grounds[2:0],grounds[3]};
			count <= count + 1;
		end
	always @(posedge clk)
		clk1 <= clk1 + 1;
	always @(*)
		case(data[count])	
			0:display=7'b1111110;  
			1:display=7'b0110000;
			2:display=7'b1101101;
			3:display=7'b1111001;
			4:display=7'b0110011;
			5:display=7'b1011011;
			6:display=7'b1011111;
			7:display=7'b1110000;
			8:display=7'b1111111;
			9:display=7'b1111011;
			'ha:display=7'b1110111;
			'hb:display=7'b0011111;
			'hc:display=7'b1001110;
			'hd:display=7'b0111101;
			'he:display=7'b1001111;
			'hf:display=7'b1000111;
			default display=7'b1111111;
		endcase
	always @*
		begin
			data[0] = datain[15:12];
			data[1] = datain[11:8];
			data[2] = datain[7:4];
			data[3] = datain[3:0];
		end
	initial begin		
		count = 2'b0;
		grounds = 4'b1110;
		clk1 = 0;
	end
endmodule
module keypad (
						output reg [3:0] rowwrite,
						input [3:0] colread,
						input clk,
						input ack,
						input statusordata,
						output reg [15:0] keyout
						);
wire keypressed;		
reg [25:0] clk1;
reg ready;
reg [3:0] keyread, data;
reg [3:0] rowpressed;
reg [3:0] pressedcol [0:3];
reg [11:0] rowpressed_buffer0, rowpressed_buffer1, rowpressed_buffer2, rowpressed_buffer3;
reg [3:0] rowpressed_debounced;
always @(posedge clk)
	clk1<=clk1+1;
always @(posedge clk1[15])
	rowwrite<={rowwrite[2:0], rowwrite[3]};
always @(posedge clk1[15])
	if (rowwrite== 4'b1110)
		begin
			rowpressed[0]<= ~(&colread);  
			pressedcol[0]<=colread;
		end
	else if (rowwrite==4'b1101)
		begin
			rowpressed[1]<= ~(&colread);  
			pressedcol[1]<=colread;
		end
	else if (rowwrite==4'b1011)
		begin
			rowpressed[2]<= ~(&colread);  
			pressedcol[2]<=colread;
		end
	else if (rowwrite==4'b0111)
		begin
			rowpressed[3]<= ~(&colread);  
			pressedcol[3]<=colread;
		end
wire transition0_10;
wire transition0_01;
assign transition0_10=~|rowpressed_buffer0;
assign transition0_01=&rowpressed_buffer0;
wire transition1_10;
wire transition1_01;
assign transition1_10=~|rowpressed_buffer1;
assign transition1_01=&rowpressed_buffer1;
wire transition2_10;
wire transition2_01;
assign transition2_10=~|rowpressed_buffer2;
assign transition2_01=&rowpressed_buffer2;
wire transition3_10;
wire transition3_01;
assign transition3_10=~|rowpressed_buffer3;  
assign transition3_01=&rowpressed_buffer3;   
always @(posedge clk1[15])
	begin
		rowpressed_buffer0<= {rowpressed_buffer0[10:0],rowpressed[0]};
		if (rowpressed_debounced[0]==0 && transition0_01)
			rowpressed_debounced[0]<=1;
		if (rowpressed_debounced[0]==1 && transition0_10)
			rowpressed_debounced[0]<=0;
	rowpressed_buffer1<= {rowpressed_buffer1[10:0],rowpressed[1]};
		if (rowpressed_debounced[1]==0 && transition1_01)
			rowpressed_debounced[1]<=1;
		if (rowpressed_debounced[1]==1 && transition1_10)
			rowpressed_debounced[1]<=0;
	rowpressed_buffer2<= {rowpressed_buffer2[10:0],rowpressed[2]};
		if (rowpressed_debounced[2]==0 && transition2_01)
			rowpressed_debounced[2]<=1;
		if (rowpressed_debounced[2]==1 && transition2_10)
			rowpressed_debounced[2]<=0;
	rowpressed_buffer3<= {rowpressed_buffer3[10:0],rowpressed[3]};
		if (rowpressed_debounced[3]==0 && transition3_01)
			rowpressed_debounced[3]<=1;
		if (rowpressed_debounced[3]==1 && transition3_10)
			rowpressed_debounced[3]<=0;
	end 
always @*
	begin
		if (rowpressed_debounced[0]==1)
			begin
				if (pressedcol[0]==4'b1110)
					keyread=4'h1;
				else if (pressedcol[0]==4'b1101)
					keyread=4'h2;
				else if (pressedcol[0]==4'b1011)
					keyread=4'h3;
				else if (pressedcol[0]==4'b0111)
					keyread=4'hA;
				else keyread=4'b0000;
			end
		else if (rowpressed_debounced[1]==1)
			begin
				if (pressedcol[1]==4'b1110)
					keyread=4'h4;
				else if (pressedcol[1]==4'b1101)
					keyread=4'h5;
				else if (pressedcol[1]==4'b1011)
					keyread=4'h6;
				else if (pressedcol[1]==4'b0111)
					keyread=4'hB;
				else keyread=4'b0000;
			end
		else if (rowpressed_debounced[2]==1)
			begin
				if (pressedcol[2]==4'b1110)
					keyread=4'h7;
				else if (pressedcol[2]==4'b1101)
					keyread=4'h8;
				else if (pressedcol[2]==4'b1011)
					keyread=4'h9;
				else if (pressedcol[2]==4'b0111)
					keyread=4'hC;
				else keyread=4'b0000;
			end
		else if (rowpressed_debounced[3]==1)
			begin
				if (pressedcol[3]==4'b1110)
					keyread=4'hE;
				else if (pressedcol[3]==4'b1101)
					keyread=4'h0;
				else if (pressedcol[3]==4'b1011)
					keyread=4'hF;
				else if (pressedcol[3]==4'b0111)
					keyread=4'hD;
				else keyread=4'b0000;
			end
		else keyread=4'b0000;
	end  
assign keypressed= rowpressed_debounced[0]||rowpressed_debounced[1]||rowpressed_debounced[2]||rowpressed_debounced[3];
reg [1:0] keypressed_buffer;  
always @(posedge clk)
	keypressed_buffer<={keypressed_buffer[0],keypressed};
always @(posedge clk)
	if ((keypressed_buffer==2'b01)&&(ready==0))
		begin
			data<=keyread;
			ready<=1;
		end
	else if ((ack==1)&&(ready==1))
		ready<=0;
always @(*)
	if (statusordata==1)
		keyout={15'b0,ready};
	else
		keyout={12'b0,data};
initial 
	begin
		rowwrite=4'b1110;		
		ready=0;
	end
endmodule
==> run.sh <==
#!/bin/bash
# OpenROAD 26Q1-2900-gdf79404cd8, Yosys 0.63+post, stock flow scripts
make -C /OpenROAD-flow-scripts/flow DESIGN_CONFIG=/design/flow/config.mk WORK_HOME=/design/flow/orfs finish
==> config.mk <==
export PLATFORM = sky130hd
export DESIGN_NAME = zuckberberg
export DESIGN_NICKNAME = zuckberberg
export VERILOG_FILES = /design/flow/design.v
export SDC_FILE = /design/flow/constraint.sdc
export NUM_CORES = 4
export LEC_CHECK = 1
export CORE_UTILIZATION = 50
export SYNTH_HDL_FRONTEND = slang
==> constraint.sdc <==
current_design zuckberberg

set clk_period 5.3
set clk_io_pct 0.2

create_clock -name clk0 -period $clk_period [get_ports {clk}]

set non_clock_inputs [all_inputs -no_clocks]
set_input_delay [expr $clk_period * $clk_io_pct] -clock clk0 $non_clock_inputs
set_output_delay [expr $clk_period * $clk_io_pct] -clock clk0 [all_outputs]
==> deck_impl_summary.md <==
Implementation Results

Run status
  • Run status: completed

Die
  • Die width: 445 um
  • Number of placement rows: 162
  • I/O pin total: 21
  • Chip Height: 445 um
  • Initial Utilization: 0.503
  • Core footprint: 0.195 sq mm
  • Area of the chip: 0.198 sq mm

Yosys
  • Synth Cell Area: 0.0981 sq mm
  • FA/HA/MAJ Cells, Area Fraction: 0.0114
  • Total of warnings raised by yosys: 0
  • Yosys stat chip area: 0.0981 sq mm
  • Top cell type by total area after synthesis: edfxtp_1
  • And-or/or-and share of the synthesized area: 0.0939
  • Post-synth EDFFs: 2245
  • Simple-gate share of the synthesized area: 0.0774
  • Leading post-synthesis cells by instance count: edfxtp_1, nand2_1, a211oi_1, and3_1, nor2_1
  • Cells in synth_stat.txt: 6373
  • Synthesis-stage register bit count: 2364
  • Cell Type Count: 94
  • Count of mapped cells out of synthesis: 6373
  • Synth Area per Inst: 15.4 sq um
  • Mux share of post-synthesis cell area: 0.0721
  • Largest type area fraction: 0.687
  • Dominant comb cell: AND-OR/OR-AND gates
  • Main flop type: edfxtp_1
  • Cell with the most instances after synthesis: edfxtp_1
  • Portion of the post-synthesis area used by sequential elements: 0.712
  • Share of the synthesized netlist area taken by xor and xnor gates: 0.00965
  • Share of flip-flops with an asynchronous set or reset: 0
  • Top cells by area: edfxtp_1, mux4_2, a211oi_1

Timing
  • Count of unclocked register or latch pins: 245
  • Fmax: 255 MHz
  • Number of unconstrained endpoints: 4563
  • Worst slack on hold paths: 0.359 ns
  • Clock period minus worst slack: 3.92 ns
  • Slew Limit Fails: 0
  • RSZ-0062 raised after global routing: no
  • Final hold violation count: 0
  • Post-route clock period utilization: 0.740
  • Worst clock skew: 0.0195 ns
  • Setup violations, final: 0
  • Headroom to the max-slew limit: 0.262
  • Setup TNS: 0 ns
  • Worst Tran Pin Value: 1.10 ns

Setup path
  • Arrival @ worst endpoint: 2.86 ns
  • Data required time of the worst path: 4.24 ns
  • CP cell instances: mux4_2 > inv_1 > ha_1 > a22oi_1 > clkdlybuf4s50_1
  • Largest stage delay, worst path: 0.54 ns
  • Critical path endpoint category: primary output
  • CP startpoint kind: register
  • Largest fanout of any net on the critical path: 5
  • Cell family with most CP delay: buffers and inverters
  • Worst flop-to-flop path startpoint: clk1[2]$_DFF_P_
  • WP buf/inv: 2
  • Critical path class: reg2out
  • Slowest cell on crit path: mux4_2
  • Crit. Startpoint: data_all[1]$_DFFE_PP_

Route
  • Number of vias in the routed layout: 57.9k
  • Detailed-route wire length: 269 mm
  • Remaining design rule violation count: 0
  • Number of DRC markers in iteration 0: 4218
  • Final antenna-violating net count: 0
  • 1st-pass router iterations: 6
  • Post-DR wirelength/cell: 28.9 um
  • Detail-routed via count per cell: 6.23

Pwr
  • Worst supply voltage drop on vdd: 296 uV
  • Standby leakage power: 0.0383 uW
  • Pwr per Cell Area: 297 mW/mm^2

CTS
  • Maximum clock insertion buffer count: 3
  • CTS Root Cell: clkbuf_16
  • Clock Latency Late Sink: 0.83 ns
  • Number of CTS-inserted buffers: 211
  • Reg clk slew, reported paths: 0.06 ns
  • CTS tree: built
  • Post-CTS Hold Buffers: 0
  • H-tree levels: 4
  • Post-CTS resize count: 0
  • Setup repair bufs after CTS: 0

GRT
  • Fraction of met2 tracks used by global routing: 0.421
  • Largest net degree at the start of global routing: 146
  • Number of global-route vias before repair: 59.3k
  • GRT Total Usage: 0.305
  • M3 GR Usage: 0.196
  • Met1 global-route usage: 0.440
  • Global route total overflow: 0
  • Initial antenna violation count: 5
  • Global-route wire length before repair: 397 mm
  • GRT busiest layer: met1

Cells and area
  • Synthesis-to-finish area growth: 11.2%
  • Fraction of final layout cells sized beyond drive strength 1: 0.140
  • Post-Layout Inst Area: 0.109 sq mm
  • Non-filler instance count after layout: 9302
  • Number of fill cells in the layout: 14.6k

Placement
  • Final HPWL DP: 165 mm
  • Placer Congestion: 0.949
  • Quantity of I/O buffers inserted on ports: 19
  • Number of instances in the placed design: 8908
  • Dpl cell area: 0.102 sq mm

Job
  • Total tool warning count: 63
  • Tally of max-capacitance violations: 0

Hold path
  • Class of the worst hold path: reg2reg
  • Worst hold path startpoint: kp1.keypressed_buffer[0]$_DFF_P_
## cell usage in the layout (no fill, tap or decap), drive strengths merged, types with 12 or more instances in the layout
cell type,count
edfxtp,2245
nand2,660
a211oi,486
and3,349
buf,322
clkbuf,268
nor2,239
mux4,216
mux2i,204
a31oi,194
a22oi,129
o21ai,120
dfxtp,119
inv,98
clkinv,97
a21oi,92
nand3,88
ha,84
xnor2,78
nand4,40
nor3,34
nor4,33
xor2,30
nand2b,29
nor2b,29
a41oi,24
a311oi,24
a2111oi,21
clkdlybuf4s50,19
and2,19
a21o,16
o221ai,16
a221oi,15
or2,14
o211ai,14
o31ai,12
o41ai,12
## stage by stage
step | total power (uW) | setup slack, ns | util
2_1_floorplan | 18500 | 2.70 | -
5_1_grt | 33200 | 1.21 | 0.560
4_1_cts | 32600 | 1.33 | 0.560
3_5_place_dp | 18500 | 2.25 | 0.526
6_report | 32400 | 1.38 | 0.560
3_3_place_gp | 18500 | 2.27 | 0.526
## path summary, 6_finish.rpt
check,end,slack [ns],cells past startpoint
worst min register to register,kp1.keypressed_buffer[1]$_DFF_P_,0.36,0
worst max-delay path,display[5],1.38,5
worst min-delay path,kp1.keypressed_buffer[1]$_DFF_P_,0.36,0
worst max register to register,clk1[15]$_DFF_P_,3.60,6
## layout make-up
class	count	area [sq um]	area share
antenna	5	12.5	0.000115
inverter	89	339	0.00311
clock inverter	121	976	0.00895
multi-input combinational	3490	26300	0.241
sequential	2364	69800	0.640
tap	2624	3280	0.0301
clock buffer	268	5670	0.0520
timing repair buffer	341	2670	0.0245
## flip-flops by register name, summed over array words and instances (netlist names), 16 cells and up, named ones only
register	cells
br1.regbank	128
ss1.clk1	16
kp1.clk1	16
clk1	16
memory	2048
kp1.pressedcol	16
data_all	16
## where the power goes
part | total, uW | leakage [uW] | switching [uW] | internal (uW)
clock network | 14300 | 0.00325 | 6270 | 8010
logic | 5.59 | 0.0110 | 2.88 | 2.70
registers | 18100 | 0.0240 | 0 | 18100
total | 32400 | 0.0383 | 6280 | 26100
## metal layers
layer	vias up	wire length (um)	share of wire
met4	6	9220	0.034
met2	3220	121000	0.45
met5	-	304	0.0011
met1	28617	97200	0.36
li1	25632	-	-
met3	468	41100	0.15
## cell families after synthesis
family,count (synthesis)
and+or+nand+nor,1582
AOI/OAI and AO/OA,1281
xor gates and xnor gates,108
DFF,2364
muxes,431
buffers and inverters,519
adders and majority gates,88
Power is estimated from default activity; no workload was simulated.
